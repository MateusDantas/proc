==> design.v <==
module ula (
			input logic [7:0] ina,
			input logic [7:0] inb,
			input logic [15:0] incon,
			output logic [7:0] result
			);
   always_comb begin
	  unique case (incon)
		3'b000: result <= ina & inb;
		3'b001: result <= ina | inb;
		3'b010: result <= ina + inb;
		3'b100: result <= ina & (~inb);
		3'b101: result <= ina | (~inb);
		3'b110: result <= ina - inb;
		3'b111: result <= ina > inb;
	  endcase  
   end  
endmodule  
==> run.sh <==
#!/bin/bash
# OpenROAD 26Q1-2900-gdf79404cd8, Yosys 0.63+post, stock flow scripts
make -C /OpenROAD-flow-scripts/flow DESIGN_CONFIG=/design/flow/config.mk WORK_HOME=/design/flow/orfs finish
==> config.mk <==
export PLATFORM = sky130hd
export DESIGN_NAME = ula
export DESIGN_NICKNAME = ula
export VERILOG_FILES = /design/flow/design.v
export SDC_FILE = /design/flow/constraint.sdc
export NUM_CORES = 4
export LEC_CHECK = 1
export CORE_AREA = 10 10 104 104
export DIE_AREA = 0 0 114 114
export SYNTH_HDL_FRONTEND = slang
==> constraint.sdc <==
current_design ula

set clk_period 4.2
set clk_io_pct 0.2

create_clock -name clk0 -period $clk_period

set non_clock_inputs [all_inputs -no_clocks]
set_input_delay [expr $clk_period * $clk_io_pct] -clock clk0 $non_clock_inputs
set_output_delay [expr $clk_period * $clk_io_pct] -clock clk0 [all_outputs]
==> flow_metrics.tcl <==
# flow metrics
set metrics [dict create \
    hp-class "in -> out" \
    drive_gt1_share_pct 20.82 \
    antenna_found_initial 0 \
    yosysChipArea_mm2 0.001316 \
    critPathKind "in -> out" \
    required_ns 3.36 \
    place_inst 351 \
    place.port_buffers 40 \
    syn_area_mm2 0.001316 \
    grt_usage_pct 6.850 \
    path_max_fanout 6 \
    yosys_cells 192 \
    io_pins 40 \
    wl_mm 4.692 \
    slew_headroom_pct 74.44 \
    min_from "inb[7]" \
    gp_congestion 0.8853 \
    avgViaCountPerCell 4.374 \
    slew_viol_final 0 \
    die_h_um 114 \
    stdcell_count 353 \
    areaGrowthSynthToFinish_pct 55.51 \
    p_per_area_mw_per_mm2 103.6 \
    lay_top_count "clkdlybuf4s50_1" \
    grt_max_degree 38 \
    fill_cells 951 \
    drc 0 \
    lay_top_cells "clkdlybuf4s50_1 (33), buf_4 (26), nor2_1 (25), o21ai_0 (14), inv_1 (12)" \
    synthesis.instances 192 \
    tightestPinTransition_ns 0.3826 \
    ant_nets 0 \
    warnings 40 \
    avgRoutedWirePerCell_um 13.29 \
    die_x_um 114 \
    coreArea_mm2 0.008678 \
    postSynthAreaPerCell_um2 6.856 \
    initCoreUtil_pct 15.17 \
    grt_pass1_vias 1501 \
    synth_warnings 0 \
    hpwl_mm 3.812 \
    critPathArrivalTime_ns 3.21 \
    hold_depth 4 \
    ys_types 51 \
    fin_crit_ns 4.048 \
    cap_violations 0 \
    flop-count 0 \
    rows 34 \
    min_period_over_period_pct 96.38 \
    final_cell_area_mm2 0.002047 \
    fin_total_pwr_uw 212.0 \
    critPathCaptureType "output pin" \
    finalSetupViolations 0 \
    drt-initial-drc-count 81 \
    via_count 1544 \
    flop_area_um2 0 \
    grt_pass1_wl_mm 7.548 \
    placed_area_mm2 0.001978 \
    drt_pass1_iterations 4 \
    fmax_mhz 247.0 \
    rsz0062_at_grt "false" \
    nClkBuffers 0 \
    hold_slack_ns 2.437 \
    num_antenna_cells 0 \
    ctsHoldBuffers 0 \
    overflow 0 \
    cp-start-kind "input port" \
    outcome "finished clean" \
    vdd_drop_max_mv 0.02578 \
    p_leak_nw 0.8560 \
    chipArea_mm2 0.01300 \
    startpoint "inb[4]" \
    ys_seq_share_pct 0 \
    hold_viol_final 0 \
]
## layer usage
metal | up-vias | global-route usage, % | share of wire (%)
li1 | 812 | - | -
met1 | 702 | 9.612 | 50
met2 | 30 | 11.09 | 43
met3 | 0 | 1.595 | 6.9
met4 | 0 | 0 | 0
met5 | - | 0 | 0
## through the flow
stage / setup slack (ns) / util (%) / TNS (ns)
2_1_floorplan: 0.9082 / - / 0
3_3_place_gp: -0.1530 / 22.79 / -0.3525
3_5_place_dp: -0.2037 / 22.79 / -0.4651
4_1_cts: -0.07544 / 22.82 / -0.1612
5_1_grt: 0.004277 / 23.59 / 0
6_report: 0.1520 / 23.59 / 0
## where the power goes
group / internal [mW] / total [mW] / leakage [nW] / switching (mW)
combinational: 0.114 / 0.212 / 0.856 / 0.0975
clock: 0 / 0 / 0 / 0
sequential: 0 / 0 / 0 / 0
## timing repair
action                     in CTS  in global routing
setup buffers                   0                  2
pin swaps                       1                  9
setup endpoints to repair       5                  6
hold endpoints to repair        0                  0
gates resized                   5                 21
## critical path, cell delays in order
cell and delay [ns]:
clkdlybuf4s50_1 0.48, inv_1 0.07, ha_1 0.43, buf_4 0.17, nand4_1 0.12, o22ai_1 0.17
nor2_1 0.06, nor4_1 0.24, or3_1 0.15, clkdlybuf4s50_1 0.47
## cell families (layout without fill, tap and decap cells)
group,count (synthesis),after routing,share of synthesized area (%)
AOI/OAI and AO/OA,71,71,38.02
xor gates and xnor gates,6,6,3.992
adders and majority gates,17,17,17.30
buffers and inverters,29,82,9.886
muxes,3,3,2.376
and+or+nand+nor,66,66,28.42
## worst paths after layout
check | to | slack (ns)
max | result[0] | 0.15
min | result[7] | 2.44
## cell usage after synthesis (all sizes together), types with 2 or more instances
cell type | number | share of area, %
nand4 | 3 | 2.6
fa | 2 | 3.0
mux2i | 2 | 1.5
o211ai | 7 | 4.0
nor3b | 2 | 1.1
buf | 10 | 4.5
o221ai | 4 | 2.7
a21oi | 10 | 4.1
o21ai | 17 | 6.5
ha | 15 | 14
clkbuf | 4 | 1.1
a211oi | 4 | 3.0
o21a | 3 | 1.7
xor2 | 2 | 1.3
nor2b | 6 | 2.9
nand3 | 2 | 0.76
xnor2 | 4 | 2.7
nand2b | 4 | 1.9
nor2 | 26 | 8.0
nor3 | 6 | 2.3
a31oi | 5 | 2.4
nor4 | 4 | 4.2
inv | 15 | 4.3
a21o | 4 | 2.3
nand2 | 8 | 2.3
o21bai | 4 | 2.3
or3 | 3 | 1.4
## layout make-up
class              instances  area (µm²)  area share (%)
repair buffers            67       619.3           30.26
inverters                 15       56.30           2.751
multi-input cells        163        1236           60.39
well taps                108       135.1           6.601
Power figures rest on the tool's default switching activity, not on a simulated workload.
